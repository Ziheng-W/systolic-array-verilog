[flow/run.sh]
#!/bin/bash
# OpenROAD 26Q1-2900-gdf79404cd8, Yosys 0.63+post, stock flow scripts
make -C /OpenROAD-flow-scripts/flow DESIGN_CONFIG=/design/flow/config.mk WORK_HOME=/design/flow/orfs finish
[flow/design.v]
(* use_dsp = "no" *)
module MULTI_32bit(clk, rst,A, B, F);
   input clk, rst;
   input [31:0]A;
   input [31:0]B;
   output [31:0]F;
   reg [31:0]F;
reg [62:0] P1;
reg [66:0] P2;
reg [31:0] P3;  
initial
begin	
	P1 = 0;
	P2 = 0;
	P3 = 0;
end
wire [1:0]sign;
wire [49:0]mantissa;
assign sign = A[31]+B[31];
always @ ( posedge clk )
begin
	P1[0] <= (sign == 1'b1) ? 1'b1 : 1'b0;
	P1[31:1] <= A[30:0];
	P1[62:32] <= B[30:0];
	P2[0] <= P1[0];
	P2[50:1] <= P1[23:1] * P1[54:32];
	P2[58:51] <= P1[31:24];
	P2[66:59] <= P1[62:55];
	P3[0] <= P2[0];
	if(P2[50:24] == 0) begin
	   P3[23:1] = P2[23:1];
	   P3[31:24] = P2[58:51] + P2[66:59] - 8'b01111111 + 8'h00;
	end
	else if(P2[50] == 1) begin
	   P3[23:1] = P2[49:27];
	   P3[31:24] = P2[58:51] + P2[66:59] - 8'b01111111 + 8'h1a;
	end
	else if(P2[49] == 1) begin
	   P3[23:1] = P2[48:26];
	   P3[31:24] = P2[58:51] + P2[66:59] - 8'b01111111 + 8'h19;
	end
	else if(P2[48] == 1) begin
	   P3[23:1] = P2[47:25];
	   P3[31:24] = P2[58:51] + P2[66:59] - 8'b01111111 + 8'h18;
	end
	else if(P2[47] == 1) begin
	   P3[23:1] = P2[46:24];
	   P3[31:24] = P2[58:51] + P2[66:59] - 8'b01111111 + 8'h17;
	end			
	else if(P2[46] == 1) begin
	   P3[23:1] = P2[45:23];
	   P3[31:24] = P2[58:51] + P2[66:59] - 8'b01111111 + 8'h16;
	end	
	else if(P2[45] == 1) begin
	   P3[23:1] = P2[44:22];
	   P3[31:24] = P2[58:51] + P2[66:59] - 8'b01111111 + 8'h15;
	end	
	else if(P2[44] == 1) begin
	   P3[23:1] = P2[43:21];
	   P3[31:24] = P2[58:51] + P2[66:59] - 8'b01111111 + 8'h14;
	end
	else if(P2[43] == 1) begin
	   P3[23:1] = P2[42:20];
	   P3[31:24] = P2[58:51] + P2[66:59] - 8'b01111111 + 8'h13;
	end
	else if(P2[42] == 1) begin
	   P3[23:1] = P2[41:19];
	   P3[31:24] = P2[58:51] + P2[66:59] - 8'b01111111 + 8'h12;
	end
	else if(P2[41] == 1) begin
	   P3[23:1] = P2[40:18];
	   P3[31:24] = P2[58:51] + P2[66:59] - 8'b01111111 + 8'h11;
	end
	else if(P2[40] == 1) begin
	   P3[23:1] = P2[39:17];
	   P3[31:24] = P2[58:51] + P2[66:59] - 8'b01111111 + 8'h10;
	end
	else if(P2[39] == 1) begin
	   P3[23:1] = P2[38:16];
	   P3[31:24] = P2[58:51] + P2[66:59] - 8'b01111111 + 8'h0f;
	end
	else if(P2[38] == 1) begin
	   P3[23:1] = P2[37:15];
	   P3[31:24] = P2[58:51] + P2[66:59] - 8'b01111111 + 8'h0e;
	end
	else if(P2[37] == 1) begin
	   P3[23:1] = P2[36:14];
	   P3[31:24] = P2[58:51] + P2[66:59] - 8'b01111111 + 8'h0d;
	end
	else if(P2[36] == 1) begin
	   P3[23:1] = P2[35:13];
	   P3[31:24] = P2[58:51] + P2[66:59] - 8'b01111111 + 8'h0c;
	end
	else if(P2[35] == 1) begin
	   P3[23:1] = P2[34:12];
	   P3[31:24] = P2[58:51] + P2[66:59] - 8'b01111111 + 8'h0b;
	end
	else if(P2[34] == 1) begin
	   P3[23:1] = P2[33:11];
	   P3[31:24] = P2[58:51] + P2[66:59] - 8'b01111111 + 8'h0a;
	end
	else if(P2[33] == 1) begin
	   P3[23:1] = P2[32:10];
	   P3[31:24] = P2[58:51] + P2[66:59] - 8'b01111111 + 8'h09;
	end
	else if(P2[32] == 1) begin
	   P3[23:1] = P2[31:09];
	   P3[31:24] = P2[58:51] + P2[66:59] - 8'b01111111 + 8'h08;
	end
	else if(P2[31] == 1) begin
	   P3[23:1] = P2[30:08];
	   P3[31:24] = P2[58:51] + P2[66:59] - 8'b01111111 + 8'h07;
	end
	else if(P2[30] == 1) begin
	   P3[23:1] = P2[29:07];
	   P3[31:24] = P2[58:51] + P2[66:59] - 8'b01111111 + 8'h06;
	end
	else if(P2[29] == 1) begin
	   P3[23:1] = P2[28:06];
	   P3[31:24] = P2[58:51] + P2[66:59] - 8'b01111111 + 8'h05;
	end
	else if(P2[28] == 1) begin
	   P3[23:1] = P2[27:05];
	   P3[31:24] = P2[58:51] + P2[66:59] - 8'b01111111 + 8'h04;
	end
	else if(P2[27] == 1) begin
	   P3[23:1] = P2[26:04];
	   P3[31:24] = P2[58:51] + P2[66:59] - 8'b01111111 + 8'h03;
	end
	else if(P2[26] == 1) begin
	   P3[23:1] = P2[25:03];
	   P3[31:24] = P2[58:51] + P2[66:59] - 8'b01111111 + 8'h02;
	end
	else begin
	   P3[23:1] = P2[24:02];
	   P3[31:24] = P2[58:51] + P2[66:59] - 8'b01111111 + 8'h01;
	end
	F[31] <= P3[0];
	F[30:0] <= P3[31:1];
end
endmodule
(* use_dsp = "no" *)
module add_fp32 #(
  parameter I_Width = 32,
  parameter O_Wdith = 32,
  parameter Expo_Length = 8,
  parameter Mant_Length = 23
) (
  input [I_Width-1:0] floatA,
  input [I_Width-1:0] floatB,
  output reg [O_Wdith-1:0] sum
);
reg sign;
reg signed [Expo_Length+1-1:0] exponent;  
reg [Mant_Length-1:0] mantissa;
reg [Expo_Length-1:0] exponentA, exponentB;
reg [Mant_Length+1-1:0] fractionA, fractionB, fraction;	 
reg [I_Width-1:0] shiftAmount;
reg cout;
always @ (floatA or floatB) begin
	exponentA = floatA[I_Width-1 -: Expo_Length];
	exponentB = floatB[I_Width-1 -: Expo_Length];
	fractionA = {1'b1,floatA[Mant_Length-1:0]}; 
	fractionB = {1'b1,floatB[Mant_Length-1:0]};  
	exponent = exponentA;
	if (floatA == 0) begin						 
		sum = floatB;
	end else if (floatB == 0) begin					 
		sum = floatA;
	end else if (floatA[I_Width-2:0] == floatB[I_Width-2:0] && floatA[I_Width-1]^floatB[I_Width-1]==1'b1) begin
		sum=0;
	end else begin
		if (exponentB > exponentA) begin 
			shiftAmount = exponentB - exponentA;
			fractionA = fractionA >> (shiftAmount);
			exponent = exponentB;
		end else if (exponentA > exponentB) begin  
			shiftAmount = exponentA - exponentB;
			fractionB = fractionB >> (shiftAmount);
			exponent = exponentA;
		end
		if (floatA[I_Width-1] == floatB[I_Width-1]) begin			 
			{cout,fraction} = fractionA + fractionB;
			if (cout == 1'b1) begin 
				{cout,fraction} = {cout,fraction} >> 1;
				exponent = exponent + 1;
			end
			sign = floatA[I_Width-1];
		end else begin						 
			if (floatA[I_Width-1] == 1'b1) begin
				{cout,fraction} = fractionB - fractionA; 
			end else begin
				{cout,fraction} = fractionA - fractionB; 
			end
			sign = cout;
			if (cout == 1'b1) begin
				fraction = -fraction; 
			end else begin
			end
			if (fraction [Mant_Length+1-1] == 0) begin
				if (fraction[Mant_Length-1] == 1'b1) begin 
					fraction = fraction << 1;
					exponent = exponent - 1;
				end else if (fraction[Mant_Length-2] == 1'b1) begin
					fraction = fraction << 2;
					exponent = exponent - 2;
				end else if (fraction[Mant_Length-3] == 1'b1) begin
					fraction = fraction << 3;
					exponent = exponent - 3;
				end else if (fraction[Mant_Length-4] == 1'b1) begin
					fraction = fraction << 4;
					exponent = exponent - 4;
				end else if (fraction[Mant_Length-5] == 1'b1) begin
					fraction = fraction << 5;
					exponent = exponent - 5;
				end else if (fraction[Mant_Length-6] == 1'b1) begin
					fraction = fraction << 6;
					exponent = exponent - 6;
				end else if (fraction[Mant_Length-7] == 1'b1) begin
					fraction = fraction << 7;
					exponent = exponent - 7;
				end else if (fraction[Mant_Length-8] == 1'b1) begin
					fraction = fraction << 8;
					exponent = exponent - 8;
				end else if (fraction[Mant_Length-9] == 1'b1) begin
					fraction = fraction << 9;
					exponent = exponent - 9;
				end else if (fraction[Mant_Length-10] == 1'b1) begin
					fraction = fraction << 10;
					exponent = exponent - 10;
				end else if (fraction[Mant_Length-11] == 1'b1) begin
					fraction = fraction << 11;
					exponent = exponent - 11;
				end else if (fraction[Mant_Length-12] == 1'b1) begin
					fraction = fraction << 12;
					exponent = exponent - 12;
				end else if (fraction[Mant_Length-13] == 1'b1) begin
					fraction = fraction << 13;
					exponent = exponent - 13;
				end else if (fraction[Mant_Length-14] == 1'b1) begin
					fraction = fraction << 14;
					exponent = exponent - 14;
				end else if (fraction[Mant_Length-15] == 1'b1) begin
					fraction = fraction << 15;
					exponent = exponent - 15;
				end else if (fraction[Mant_Length-16] == 1'b1) begin
					fraction = fraction << 16;
					exponent = exponent - 16;
				end else if (fraction[Mant_Length-17] == 1'b1) begin
					fraction = fraction << 17;
					exponent = exponent - 17;
				end else if (fraction[Mant_Length-18] == 1'b1) begin
					fraction = fraction << 18;
					exponent = exponent - 18;
				end else if (fraction[Mant_Length-19] == 1'b1) begin
					fraction = fraction << 19;
					exponent = exponent - 19;
				end else if (fraction[Mant_Length-20] == 1'b1) begin
					fraction = fraction << 20;
					exponent = exponent - 20;
				end else if (fraction[Mant_Length-21] == 1'b1) begin
					fraction = fraction << 21;
					exponent = exponent - 21;
				end else if (fraction[Mant_Length-22] == 1'b1) begin
					fraction = fraction << 22;
					exponent = exponent - 22;
				end else if (fraction[Mant_Length-23] == 1'b1) begin
					fraction = fraction << 23;
					exponent = exponent - 23;
				end
			end
		end
		mantissa = fraction[Mant_Length-1:0]; 
		if(exponent[Expo_Length]==1'b1) begin  
			sum = 0;
		end
		else begin
			sum = {sign,exponent[Expo_Length-1:0],mantissa};
		end		
	end		
end
endmodule
module fifo #(     
  parameter Data_Width = 16,
  parameter Depth = 4,
  parameter Depth_Witdh = $clog2(Depth)
) (
  input clk,
  input we,
  input [Data_Width-1:0] data_in,
  input re,
  output [Data_Width-1:0] data_out,
  output full
);
  reg [Depth_Witdh-1:0] address;
  (* keep = "true" *) reg [Depth*Data_Width-1:0] local_data;
  integer i;
  always @(posedge clk) begin
    if(we && re) begin
      local_data[Data_Width-1 -:Data_Width] <= data_in;
      for(i=2; i<=Depth; i=i+1)
        local_data[i*Data_Width-1 -:Data_Width] 
        <= local_data[(i-1)*Data_Width-1 -:Data_Width];
      address <= address;
    end else if(we) begin
      local_data[Data_Width-1 -:Data_Width] <= data_in;
      for(i=2; i<=Depth; i=i+1)
        local_data[i*Data_Width-1 -:Data_Width] 
        <= local_data[(i-1)*Data_Width-1 -:Data_Width];
      address <= address+1;
    end else if(re) begin
      address <= address-1;
      local_data <= local_data;
    end else begin
      address <= address;
      local_data <= local_data;
    end
  end
  assign data_out = local_data[(address+1)*Data_Width-1 -:Data_Width];
  assign full = we && (address==Depth-1);
endmodule
(* use_dsp = "no" *)
module MAC_pipe_f32 #(
  parameter Width = 32
) (
  input clk, 
  input rst,
  input [31:0] A,
  input [31:0] B,
  input [31:0] psum,
  output [31:0] result
);
  wire [31:0] product;
  MULTI_32bit mul (clk, rst, A, B, product);
  add_fp32 #(32, 32, 8, 23) add (product, psum, result);
endmodule
module sparsa #( 
  parameter Data_Width = 32,
  parameter Mask_Width = 32,
  parameter Depth = 4,
  parameter Index_Width = $clog2(Mask_Width),
  parameter Half_D_Width = Data_Width/2,
  parameter Depth_Witdh = $clog2(Depth)
) (
  input clk,
  input rst,
  input finish,
  input mask_conf,
  input [Mask_Width-1:0] new_mask,
  input [Index_Width-1:0] index_i_up,
  input [Data_Width-1:0] data_i_up,
  input [Index_Width-1:0] index_i_le,
  input [Data_Width-1:0] data_i_le,
  output reg [Index_Width-1:0] index_o_do,
  output reg [Data_Width-1:0] data_o_do,
  output reg [Index_Width-1:0] index_o_ri,
  output reg [Data_Width-1:0] data_o_ri,
  output reg [Data_Width-1:0] result
);
  reg [Mask_Width-1:0] local_mask;
  reg [Data_Width-1:0] partial_sum;
  reg [3:0] mul_done_delay;  
  reg calc_en;
  reg parser_do;
  wire [Data_Width-1:0] mac_in;
  wire [Data_Width-1:0] p_sum;
  wire [Data_Width-1:0] mac_src_1;
  wire [Data_Width-1:0] mac_src_2;
  always @(posedge clk) begin
    local_mask <= mask_conf ? new_mask : local_mask;
    result <= finish ? partial_sum : result;
       {index_o_do, index_o_ri, data_o_do, data_o_ri} 
    <= {index_i_up, index_i_le, data_i_up, data_i_le};
    mul_done_delay[0] <= calc_en;
    mul_done_delay[1] <= mul_done_delay[0];
    mul_done_delay[2] <= mul_done_delay[1];
    mul_done_delay[3] <= mul_done_delay[2];
  end
  wire left_up, up_up, left_down, up_down, match, left_bigger, left_match, up_match;
  wire [2*Data_Width-1:0] full_product;
  wire cache_we;
  wire cache_re;
  wire [Data_Width-1:0] data_upload;
  wire [Data_Width-1:0] data_download;
  fifo # (Data_Width,Depth,Depth_Witdh) buffer (clk,  cache_we,data_upload,  cache_re,data_download,  full);
  assign match = index_i_le == index_i_up;         
  assign left_bigger = index_i_le > index_i_up;    
  assign left_match = local_mask[index_i_le]==1;   
  assign up_match = local_mask[index_i_up]==1;     
  assign left_up = left_bigger && left_match;  
  assign up_up = !left_bigger && up_match;   
  assign left_down = !left_bigger && left_match;   
  assign up_down = left_bigger && up_match;
  assign cache_we = left_up || up_up;
  assign cache_re = left_down || up_down;  
  assign data_upload = cache_we  ?  (left_up?data_i_le:index_i_up)  :  0;
  always @(posedge clk) begin
    calc_en <= cache_re;
    parser_do <= left_down;
    partial_sum <= mul_done_delay[3] ? mac_in : partial_sum;
  end
  assign p_sum = partial_sum;
  assign mac_src_1 = data_download;
  assign mac_src_2 = parser_do?data_o_do:data_o_ri;
  MAC_pipe_f32 #() mac (clk, rst, mac_src_1, mac_src_2, p_sum, mac_in);
endmodule
[flow/constraint.sdc]
current_design sparsa

set clk_period 32.9
set clk_io_pct 0.2

create_clock -name clk0 -period $clk_period [get_ports {clk}]

set non_clock_inputs [all_inputs -no_clocks]
set_input_delay [expr $clk_period * $clk_io_pct] -clock clk0 $non_clock_inputs
set_output_delay [expr $clk_period * $clk_io_pct] -clock clk0 [all_outputs]
[flow/config.mk]
export PLATFORM = sky130hd
export DESIGN_NAME = sparsa
export DESIGN_NICKNAME = sparsa
export VERILOG_FILES = /design/flow/design.v
export SDC_FILE = /design/flow/constraint.sdc
export NUM_CORES = 4
export LEC_CHECK = 1
export CORE_UTILIZATION = 40
==> reports/metrics.cfg <==
[status]
outcome = complete, no violations

[placement]
port_buffers = 214
place_area_um2 = 56400
dp_cells = 7703
dp_hpwl_um = 128000
gp_congestion = 1.00

[routing]
dr.max_layer_used = met5
drt_iter0_markers = 4476
wl_met2_um = 75000
routed_wl_um = 178000
drc = 0
ant_nets = 0
wl_per_cell_um = 22.8
vias_per_cell = 5.88
vias = 45800
met3WireLength_um = 19700
m1WireLength_um = 74700
dr.pass1.iters = 9

[timing]
fin_crit_sh_pct = 35.5
fin_setup_tns_ps = 0
rsz0062_at_grt = no
skew_ps = 48.2
worst_pin_slew_ps = 1000
timing.slew.headroom_pct = 32.5
finalSetupViolations = 0
period_needed_ps = 11670
fmax_ghz = 0.0857
slew_viol_final = 0
finalHoldViolCount = 0

[setup_path]
critPathCaptureType = register
r2r_cells = 33
start_kind = register
r2r_start = partial_sum[31]
path_delay_family = AND-OR/OR-AND gates
path_class = register to register
r2r-end = partial_sum[21]
critPathBufInv = 7
r2r_setup_slack_ps = 21230
worst_path_most_repeated_cell = buf_4
slowest_delay_ps = 680
crit_required_ps = 33320
worstPathMaxFanout = 50
slowest_stage = xnor2_1
path_depth = 33
worstPathArrival_ps = 12090

[finish]
fin_area_um2 = 58100
fin_util_pct = 44.8
drive_gt1_share_pct = 7.99
finalNonFillerCells = 7803
syn2layout_area_growth_pct = 10.9

[floorplan]
die_area_um2 = 132000
core_um2 = 130000
fp.dieW_um = 364
die_h_um = 364
io-pin-count = 216
placementRows = 132
core_util_floorplan_pct = 40.4

[worst_hold_path]
hold_path_depth = 0
hp-class = register to register
hp-start = mac.mul.P1[61]
hold_end = mac.mul.P2[65]

[synthesis]
ys_seq_share_pct = 22.1
async_reset_ff_share_pct = 0
ys_cells = 6049
largest_area_cell = fa_1
area_leaders = fa_1 17%, edfxtp_1 13%, dfxtp_1 9.1%, ha_1 7.6%, nand2_1 5.9%
yosys_warnings = 5
syn_area_um2 = 52400
synth_flops = 465
ff_type = dfxtp_1
synthCells = 6049
avgSynthCellArea_um2 = 8.66
edf_count = 226
synth.top_cell.area_share_pct = 17.0
yosys.cell_types.count = 116
ys_chip_area_um2 = 52400

[clock_tree]
cts_tree = built
cts_hold_buf = 0
clockBufferDepth = 3
cts_resized = 0
clock_latency_ps = 680
cts_sinks = 465
htreeDepth = 2
cts-root-buf = clkbuf_16
cts_setup_buffers = 0
clk_pin_slew_ps = 70
numCtsBuffers = 52

[global_route]
grt_overflow = 0
grt_pass1_wl_um = 276000
grt.total_usage_pct = 28.4
grt_pass1_vias = 44800
grt_max_degree = 69
antenna_found_initial = 7

[flow_run]
drv_cap = 0
tool_warnings = 112

## per-layer routing
metal / GRT usage, % / up-vias
met1: 41.9 / 22100
met4: 10.6 / 4
met3: 9.33 / 411
met2: 40.0 / 2343
li1: - / 21000
met5: 0 / -
## cells in the final DEF (no fill, tap or decap), drive strengths merged, types with 41 or more instances in the layout
master / instances
nor3: 93
buf: 184
mux4: 52
a221oi: 53
and2: 197
xor2: 43
o31ai: 48
o211ai: 65
nor2: 250
o21ai: 355
nand3: 100
xnor2: 170
a21oi: 357
edfxtp: 226
dfxtp: 239
fa: 444
nand2b: 43
ha: 319
o311ai: 59
clkdlybuf4s50: 214
inv: 626
nand2: 828
mux2i: 190
a21o: 45
o22ai: 41
mux2: 57
clkbuf: 72
a31oi: 42
a211oi: 95
## cells by family (layout without fill, tap and decap cells)
logic type / Yosys count / count (layout) / synth area share (%)
AND-OR/OR-AND: 1526 / 1526 / 19.8
AND/OR/NAND/NOR: 1666 / 1666 / 14.6
other: 0 / 2 / 0
adder cells (fa/ha/maj): 763 / 763 / 24.6
multiplexers: 299 / 299 / 7.11
flip-flops: 465 / 465 / 22.1
XOR/XNOR: 213 / 213 / 3.70
buffers and inverters: 1117 / 1127 / 8.21
## worst max-delay path by stage
stage            endpoint  slack [ps]             from
4_1_cts   partial_sum[12]       21500  partial_sum[28]
6_report  partial_sum[21]       21230  partial_sum[31]
5_1_grt   partial_sum[31]       20620  partial_sum[28]
## cell type report
class / instances / area (µm²)
Tap cell: 1742 / 2180
Clock inverter: 26 / 267
Timing Repair Buffer: 398 / 3520
Fill cell: 12400 / 71700
Multi-Input combinational cell: 4467 / 36700
Antenna cell: 2 / 5.00
Inverter: 631 / 2370
Clock buffer: 72 / 1470
Sequential cell: 465 / 11600
## worst reg2reg max path: cells and delay by family (launching register included)
kind | cells | cell delay [ps]
and+or+nand+nor | 10 | 2430
AOI/OAI and AO/OA | 11 | 4240
xor gates and xnor gates | 3 | 1440
DFF | 1 | 560
buffers and inverters | 7 | 1900
adders and majority gates | 2 | 840
## stage by stage
stage | hold slack, ps | setup WS (ps)
3_3_place_gp | 310 | 21610
6_report | 323 | 21230
5_1_grt | 333 | 20620
3_5_place_dp | 312 | 21540
2_1_floorplan | 310 | 22570
4_1_cts | 325 | 21500
## cells in the mapped netlist (all sizes together), types with 12 or more instances
library cell and instances:
nor4 29, o221ai 38, a311oi 30, a2111oi 17, buf 104, o21a 27, edfxtp 226, a221oi 53
a22oi 35, o22ai 41, o21bai 23, a21o 45, o211ai 65, clkbuf 382, o41ai 12, mux4 52
inv 621, nor2b 30, xor2 43, nor2 250, mux2 57, mux2i 190, and2 197, a21oi 357
o31ai 48, a211oi 95, a211o 12, a221o 20, o2111ai 16, nand4 20, a32o 23, nand3 100
ha 319, nor3 93, nand2b 43, o21ai 355, dfxtp 239, nand2 828, and3 13, xnor2 170
o311ai 59, or2 18, a31oi 42, a22o 22, fa 444
## sequential cells by signal (all words and copies together) (netlist names)
| name | flops |
|---|---|
| calc_en | 1 |
| mac.mul.P1 | 63 |
| data_o_ri | 32 |
| partial_sum | 32 |
| data_o_do | 32 |
| result | 32 |
| mul_done_delay | 4 |
| mac.mul.F | 32 |
| mac.mul.P2 | 63 |
| index_o_do | 5 |
| mac.mul.P3 | 1 |
| local_mask | 32 |
| index_o_ri | 5 |
| parser_do | 1 |
| buffer.local_data | 128 |
| buffer.address | 2 |
