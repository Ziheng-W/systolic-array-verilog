## design/flow/design.v

```verilog
module mux #(
  parameter LENGTH = 4,
  parameter DATA_WIDTH = 16
)(
  input flag,
  input [LENGTH*DATA_WIDTH-1 : 0] in_0,
  input [LENGTH*DATA_WIDTH-1 : 0] in_1,  
  output [LENGTH*DATA_WIDTH-1 : 0] out  
);
  assign out = flag ? in_1 : in_0;
endmodule
module invert #(
  parameter LENGTH = 4,
  parameter DATA_WIDTH = 16
) (
  input [LENGTH*DATA_WIDTH-1 : 0] in,
  output [LENGTH*DATA_WIDTH-1 : 0] out
);
  genvar i; 
  generate for (i=0; i<LENGTH; i=i+1)
    assign out[DATA_WIDTH*(i+1) -1 -: DATA_WIDTH] 
           = in[DATA_WIDTH*(LENGTH-i) -1 -: DATA_WIDTH];
  endgenerate 
endmodule
module shifter #(
  parameter LENGTH = 3,
  parameter DATA_WIDTH = 16
) (
  input clk,
  input enable,
  input [DATA_WIDTH-1 : 0] in,
  output reg [DATA_WIDTH-1 : 0] out = 0
);
  reg [DATA_WIDTH*LENGTH-1 : 0] inner_shifters = 0;
  integer i;
  always @(posedge clk ) begin
    if (enable) begin
      inner_shifters[DATA_WIDTH-1 : 0] <= in;
      out <= inner_shifters[DATA_WIDTH*LENGTH-1 -: DATA_WIDTH];
      for (i=1; i<LENGTH; i=i+1) 
        inner_shifters[DATA_WIDTH*(i+1) - 1 -: DATA_WIDTH] 
        <= inner_shifters[DATA_WIDTH*i - 1 -: DATA_WIDTH];
    end else begin
      out <= out;
      inner_shifters <= inner_shifters;
    end
  end  
endmodule
module column_shifter #(
  parameter LENGTH = 4,
  parameter DATA_WIDTH = 16
) (
  input clk,
  input enable,
  input [LENGTH*DATA_WIDTH-1 : 0] in,
  output reg [LENGTH*DATA_WIDTH-1 : 0] out  
);
  always @(posedge clk) out <= in;
endmodule
module triangle_shifter_array #(
  parameter HIGHT = 4,
  parameter DATA_WIDTH = 16 
) (
  input clk,
  input enable,
  input [DATA_WIDTH*HIGHT-1 : 0] in,
  output [DATA_WIDTH*HIGHT-1 : 0] out
);
  reg [DATA_WIDTH-1:0] lowest = 0;
  genvar i;
  assign out[DATA_WIDTH-1 -: DATA_WIDTH] = lowest;
  always @(posedge clk) 
    lowest <= in[DATA_WIDTH-1 -: DATA_WIDTH];
  generate for( i = 1; i< HIGHT; i=i+1) begin
      shifter #(i, DATA_WIDTH) shifter (clk, enable, in[DATA_WIDTH*(i+1)-1 -: DATA_WIDTH], out[DATA_WIDTH*(i+1)-1 -: DATA_WIDTH]);
  end endgenerate
endmodule
module input_parser #(
  parameter Full_Size = 8,
  parameter Half_Size = 4,
  parameter DATA_WIDTH = 16
) (
  input clk,
  input enable,
  input tile,
  input [Full_Size*DATA_WIDTH-1 : 0] in_0,
  input [Full_Size*DATA_WIDTH-1 : 0] in_1,   
  output [Full_Size*DATA_WIDTH-1 : 0] out_0,
  output [Full_Size*DATA_WIDTH-1 : 0] out_1  
);
  wire [Half_Size*DATA_WIDTH-1 : 0] wire_tri_0_out;
  wire [Half_Size*DATA_WIDTH-1 : 0] wire_tri_0_out_delayed;
  wire [Half_Size*DATA_WIDTH-1 : 0] wire_tri_1_out;
  wire [Half_Size*DATA_WIDTH-1 : 0] wire_tri_2_in;
  wire [Half_Size*DATA_WIDTH-1 : 0] wire_tri_2_out;
  wire [Half_Size*DATA_WIDTH-1 : 0] wire_tri_2_out_inv;
  wire [Half_Size*DATA_WIDTH-1 : 0] wire_tri_3_in;
  wire [Half_Size*DATA_WIDTH-1 : 0] wire_tri_3_out;
  wire [Half_Size*DATA_WIDTH-1 : 0] inv_3_data_out;
  triangle_shifter_array #(Half_Size, DATA_WIDTH) triangle_0 (clk, enable, in_0[Half_Size*DATA_WIDTH-1 -: Half_Size*DATA_WIDTH], wire_tri_0_out);
  triangle_shifter_array #(Half_Size, DATA_WIDTH) triangle_1 (clk, enable, in_0[Full_Size*DATA_WIDTH-1 -: Half_Size*DATA_WIDTH], wire_tri_1_out);
  mux #(Half_Size,DATA_WIDTH) mux_tri_2_in (tile, wire_tri_1_out, in_1[Full_Size*DATA_WIDTH-1 -: Half_Size*DATA_WIDTH], wire_tri_2_in);
  triangle_shifter_array #(Half_Size, DATA_WIDTH) triangle_2 (clk, enable, wire_tri_2_in, wire_tri_2_out);
  invert #(Half_Size,DATA_WIDTH) invert_2_out (wire_tri_2_out, wire_tri_2_out_inv);
  mux #(Half_Size,DATA_WIDTH) mux_tri_3_in (tile, wire_tri_2_out_inv, in_1[Half_Size*DATA_WIDTH-1 -: Half_Size*DATA_WIDTH], wire_tri_3_in);
  triangle_shifter_array #(Half_Size, DATA_WIDTH) triangle_3 (clk, enable, wire_tri_3_in, wire_tri_3_out);
  invert #(Half_Size,DATA_WIDTH) invert_3_out (wire_tri_3_out, inv_3_data_out);
  column_shifter # (Half_Size, DATA_WIDTH) column (clk, enable, wire_tri_0_out, wire_tri_0_out_delayed);
  assign out_0[Full_Size*DATA_WIDTH-1 -: Half_Size*DATA_WIDTH] = tile ? wire_tri_3_out : inv_3_data_out;
  assign out_0[Half_Size*DATA_WIDTH-1 -: Half_Size*DATA_WIDTH] = tile ? wire_tri_0_out : wire_tri_0_out_delayed;
  assign out_1[Half_Size*DATA_WIDTH-1 -: Half_Size*DATA_WIDTH] = wire_tri_3_out;
  assign out_1[Full_Size*DATA_WIDTH-1 -: Half_Size*DATA_WIDTH] = wire_tri_2_out;
endmodule
```

## design/flow/run.sh

```bash
#!/bin/bash
# OpenROAD 26Q1-2900-gdf79404cd8, Yosys 0.63+post, stock flow scripts
make -C /OpenROAD-flow-scripts/flow DESIGN_CONFIG=/design/flow/config.mk WORK_HOME=/design/flow/orfs finish
```

## design/flow/config.mk

```make
export PLATFORM = sky130hd
export DESIGN_NAME = input_parser
export DESIGN_NICKNAME = input_parser
export VERILOG_FILES = /design/flow/design.v
export SDC_FILE = /design/flow/constraint.sdc
export NUM_CORES = 4
export LEC_CHECK = 1
export CORE_UTILIZATION = 40
```

## design/flow/constraint.sdc

```tcl
current_design input_parser

set clk_period 1.8
set clk_io_pct 0.2

create_clock -name clk0 -period $clk_period [get_ports {clk}]

set non_clock_inputs [all_inputs -no_clocks]
set_input_delay [expr $clk_period * $clk_io_pct] -clock clk0 $non_clock_inputs
set_output_delay [expr $clk_period * $clk_io_pct] -clock clk0 [all_outputs]
```

==> metrics.csv <==
stage,metric,value,unit
synthesis,syn_area_per_cell,23.3,um2
grt,initial antenna violation count,14,
clocking,clock sinks,704,
sta,fin crit share,108,%
synthesis,Ys Warns,5,
setup_path,slowest CP cell,edfxtp_1,
route,Pre-Repair DR Iteration Count,4,
status,outcome,"complete, but fails checks",
setup_path,Reg2Reg Setup Slack,0.72,ns
setup_path,R2R cell count,2,
grt,vias in the first global route,11200,
sta,final hold violations,0,
power,P per Cell Area,1120,nW/um2
setup_path,Worst Path Buf+Inv,2,
synthesis,Flops after synth,704,
cells_and_area,fraction of layout cells with a size suffix above 1,37.2,%
power,leak pwr,12.4,nW
grt,gr usage total,16.5,%
setup_path,CP cell instances,"buf_6, mux2_4, buf_6",
die,DIE AREA,58600,um2
clocking,"Reg clk slew, reported paths",0.06,ns
cells_and_area,Area growth syn-to-layout,40.9,%
synthesis,top-area cell type share of the netlist area,75.0,%
job,stage-log warning count,30,
route,via count,11100,
place,detailed-placement wirelength estimate,29000,um
clocking,H-tree levels,3,
die,row count,87,
route,Detailed Route WL,44700,um
sta,Slew HR,60.3,%
place,IO Port Bufs,514,
setup_path,Reg2Reg Capture Point,triangle_3.genblk1[1].shifter.inner_shifters[15],
setup_path,required time of the critical path,1.44,ns
route,drt wl/cell,17.9,um
cells_and_area,Finished Cell Area,32500,um2
sta,maximum clock frequency,513,MHz
cells_and_area,final non-filler cell total,2491,
place,Post-DP Area,29400,um2
synthesis,Synth cell types,6,
synthesis,synthesized instance count,988,
grt,global route total overflow,0,
clocking,TritonCTS buffer count,74,
sta,setup TNS,-3.92,ns
route,DRC viols,0,
die,Die Y-Extent,242,um
die,fp_density,40.7,%
place,Placement Setup Slack,-0.206,ns
grt,largest net degree at the start of global routing,116,
worst_hold_path,hold path start,in_0[68],
setup_path,"Top cell by count, worst path",buf_6,
job,Max Cap Viol,0,
grt,first-pass GRT wire length,67300,um
setup_path,worst reg2reg startpoint,triangle_2.genblk1[2].shifter.out[15],
clocking,Clock Path Buffers,3,
power,maximum VDD drop,901,uV
synthesis,Post-synth top cells,"576 x edfxtp_1, 256 x mux2_2, 128 x dfxtp_1, 26 x buf_6",
synthesis,# Cells Yosys,988,
worst_hold_path,Hold Path Cell Cnt,1,
setup_path,Crit Path Class,flop to output pin,
die,num ports,515,
synthesis,cell taking the most area after synthesis,edfxtp_1,
sta,Final min period,1.95,ns
sta,RSZ-0062 raised after global routing,yes,
place,routability cong.,0.882,
synthesis,Cell area leaders,"edfxtp_1 75%, mux2_2 13%, dfxtp_1 11%",
die,core area,56600,um2
sta,Worst-Margin Slew,0.596,ns
cells_and_area,layout filler cell count,4216,
clocking,clk root buf,clkbuf_16,
clocking,clock latency (worst-skew pair),0.60,ns
synthesis,Synth top cell by count,edfxtp_1,
route,Detailed Route Iter0 Violations,525,
sta,clk_skew,0.0174,ns
synthesis,YS chip area,23000,um2
worst_hold_path,hold worst-path end,triangle_1.lowest[4],
sta,Max Slew Vio Count,0,
route,Vias/cell,4.45,
die,Die Width,242,um
power,Final Power,36.2,mW
setup_path,family with the most delay on the worst path,flip-flops,
clocking,CTS tree,built,
sta,final setup fails,52,
setup_path,CP startpoint kind,flop,
sta,Setup WS post-layout,-0.151,ns
status,failing checks,negative setup slack,
route,Detail Route Antenna Nets,0,
synthesis,Dominant flop cell,edfxtp_1,
setup_path,CP max FO,2,
synthesis,"Async S/R FF share, synth",0,%
setup_path,Critical Path Max Stage Delay,0.46,ns
synthesis,Mapped Area,23000,um2
setup_path,critical path capture point type,output pin,
synthesis,Post-synth EDFFs,576,
place,Cells after DPL,2272,
synthesis,Synth Seq Share,86.2,%
setup_path,Worst EP arrival,1.59,ns
worst_hold_path,Hold Crit Class,input pin to flop,
[cell usage in the layout (no fill, tap or decap), drive strengths merged]
cell type	count
buf	239
bufbuf	1
bufinv	4
clkbuf	111
clkdlybuf4s15	33
clkdlybuf4s50	265
clkinv	21
clkinvlp	1
dfxtp	128
diode	6
dlygate4sd2	78
dlygate4sd3	1
dlymetal6s2s	11
edfxtp	576
inv	4
mux2	256
[routing by layer]
layer / GRT usage [%] / up-vias / wire [um]
met3: 6.62 / 100 / 3970
li1: - / 5250 / -
met4: 4.41 / 14 / 1270
met1: 25.7 / 5361 / 18200
met2: 23.7 / 363 / 21100
met5: 0 / - / 96
[worst max path at each step]
stage         slack (ns)                             startpoint         end  cells past startpoint
CTS                -0.19   triangle_3.genblk1[3].shifter.out[3]  out_0[115]                      3
finish             -0.15  triangle_3.genblk1[2].shifter.out[13]   out_0[93]                      3
global route       -0.21  triangle_3.genblk1[2].shifter.out[13]   out_0[93]                      3
[cell families (layout without fill, tap and decap cells)]
kind of cell | count (synthesis) | after routing | synth area share [%]
mux | 256 | 256 | 12.5
other cells | 0 | 6 | 0
flops | 704 | 704 | 86.2
buf+inv | 28 | 769 | 1.32
[state kept, by name (all words and copies together), names as in the netlist]
signal,flops
triangle_2.genblk1.shifter.out,48
triangle_2.lowest,16
triangle_0.lowest,16
triangle_1.genblk1.shifter.inner_shifters,96
column.out,64
triangle_3.lowest,16
triangle_3.genblk1.shifter.out,48
triangle_2.genblk1.shifter.inner_shifters,96
triangle_1.genblk1.shifter.out,48
triangle_0.genblk1.shifter.inner_shifters,96
triangle_3.genblk1.shifter.inner_shifters,96
triangle_1.lowest,16
triangle_0.genblk1.shifter.out,48
[stage by stage]
stage	hold slack [ns]	utilization (%)
floorplan	0.326	-
global placement	0.331	51.9
detailed placement	0.331	51.9
CTS	0.156	56.8
global route	0.162	57.4
finish	0.203	57.4
[area by class of cell]
type | instances | area (um2) | area share (%)
Sequential cell | 704 | 19900 | 61.3
Timing Repair Buffer | 633 | 5930 | 18.3
Multi-Input combinational cell | 256 | 3330 | 10.3
Clock buffer | 106 | 2060 | 6.36
Tap cell | 756 | 946 | 2.91
Clock inverter | 30 | 275 | 0.848
Antenna cell | 6 | 15.0 | 0.0462
[where the power goes]
group	switching, mW	total [mW]	internal [mW]
Clock	5.95	14.5	8.59
Sequential	0.352	19.2	18.9
Combinational	0.759	2.46	1.70
Total	7.06	36.2	29.2
[repair_timing]
| item | in CTS | in global routing |
|---|---|---|
| cloned | 1 | 0 |
| buffers inserted | 69 | 10 |
| hold buffers | 1 | 0 |
| endpoints found under the hold margin | 2 | 0 |
| pin swaps | 0 | 0 |
| endpoints found under the setup margin | 246 | 129 |
| resized | 686 | 90 |
[worst reg2reg max path, cell delays in order, from the launching register on]
cell and delay (ns):
edfxtp_1 0.44, buf_4 0.16, mux2_2 0.25
No activity file was given, so power comes from the tool's default toggle rates.
